==> flow/config.mk <==
export PLATFORM = sky130hd
export DESIGN_NAME = delay_4_2
export DESIGN_NICKNAME = delay_4_2
export VERILOG_FILES = /design/flow/design.v
export SDC_FILE = /design/flow/constraint.sdc
export NUM_CORES = 4
export LEC_CHECK = 1
export CORE_AREA = 10 10 70 70
export DIE_AREA = 0 0 80 80
==> flow/constraint.sdc <==
current_design delay_4_2

set clk_period 1.0
set clk_io_pct 0.2

create_clock -name clk0 -period $clk_period [get_ports {clk}]

set non_clock_inputs [all_inputs -no_clocks]
set_input_delay [expr $clk_period * $clk_io_pct] -clock clk0 $non_clock_inputs
set_output_delay [expr $clk_period * $clk_io_pct] -clock clk0 [all_outputs]
==> flow/design.v <==
`timescale 1ns / 1ps
module delay_1(
    input clk,
    input reset,
    input signal,
    output q
    );
	 reg [1:0] data;
	 always @ (posedge clk or posedge reset) begin
		if (reset)
			data = 0;
		else
			data = {data[0:0],signal};
	 end
	 assign q = data[1:1];
endmodule
module delay_1_1(
    input clk,
    input reset,
    input signal,
    output q
    );
	 reg [1:0] data;
	 always @ (posedge clk or posedge reset) begin
		if (reset)
			data = 3;
		else
			data = {data[0:0],signal};
	 end
	 assign q = data[1:1];
endmodule
module delay_n_1(
    input clk,
    input reset,
    input signal,
    output q
    );
	 reg [1:0] data;
	 always @ (negedge clk or posedge reset) begin
		if (reset)
			data = 0;
		else
			data = {data[0:0],signal};
	 end
	 assign q = data[1:1];
endmodule
module delay_3(
    input clk,
    input reset,
    input [2:0] signal,
    output [2:0] q
    );
	 reg [5:0] data;
	 always @ (posedge clk or posedge reset) begin
		if (reset)
			data = 0;
		else
			data = {data[2:0],signal};
	 end
	 assign q = data[5:3];
endmodule
module delay_4(
    input clk,
    input reset,
    input [3:0] signal,
    output [3:0] q
    );
	 reg [7:0] data;
	 always @ (posedge clk or posedge reset) begin
		if (reset)
			data = 0;
		else
			data = {data[3:0],signal};
	 end
	 assign q = data[7:4];
endmodule
module delay_4_2(  
    input clk,
    input reset,
    input [3:0] signal,
    output [3:0] q
    );
	 reg [11:0] data;
	 always @ (posedge clk or posedge reset) begin
		if (reset)
			data = 0;
		else
			data = {data[7:0],signal};
	 end
	 assign q = data[11:8];
endmodule
==> flow/run.sh <==
#!/bin/bash
# OpenROAD 26Q1-2900-gdf79404cd8, Yosys 0.63+post, stock flow scripts
make -C /OpenROAD-flow-scripts/flow DESIGN_CONFIG=/design/flow/config.mk WORK_HOME=/design/flow/orfs finish
==> node_exporter_impl.prom <==
# HELP chip_impl_metric Implementation results
# TYPE chip_impl_metric gauge
chip_impl_info{name="status",value="finished, final reports clean"} 1
chip_impl_metric{name="yosysUniqueCellTypes",unit=""} 3
chip_impl_info{name="cp-start-kind",value="flop"} 1
chip_impl_metric{name="power_density",unit="nW/µm²"} 1930
chip_impl_metric{name="final.hold.worst_slack",unit="ps"} 227
chip_impl_info{name="rsz0062_at_grt",value="false"} 1
chip_impl_metric{name="design.die.area",unit="µm²"} 6400
chip_impl_metric{name="nMultiInputCombCells",unit=""} 0
chip_impl_metric{name="post_route_cells_drive_above_1_share",unit=""} 0.333
chip_impl_metric{name="yosysChipArea",unit="µm²"} 334
chip_impl_info{name="cts_root_buffer",value="sky130_fd_sc_hd__clkbuf_4"} 1
chip_impl_metric{name="cts_inserted_buffers",unit=""} 3
chip_impl_metric{name="total_via_count_after_detailed_routing",unit=""} 139
chip_impl_info{name="layout_top_cells",value="sky130_fd_sc_hd__dfrtp_1, sky130_fd_sc_hd__clkdlybuf4s50_1, sky130_fd_sc_hd__buf_2, sky130_fd_sc_hd__clkbuf_4"} 1
chip_impl_metric{name="tool_warnings",unit=""} 25
chip_impl_metric{name="tritoncts_num_sinks",unit=""} 12
chip_impl_metric{name="detail-route-antenna-nets",unit=""} 0
chip_impl_info{name="rr_startpoint",value="data[7]"} 1
chip_impl_info{name="critPathCaptureType",value="output pin"} 1
chip_impl_metric{name="post_dp_cell_area",unit="µm²"} 459
chip_impl_metric{name="reg2reg_slack",unit="ps"} 510
chip_impl_metric{name="cp_data_arrival_time",unit="ps"} 740
chip_impl_metric{name="fp.dieH",unit="µm"} 80
chip_impl_info{name="worstReg2RegEnd",value="data[11]"} 1
chip_impl_metric{name="first_pass_iters",unit=""} 2
chip_impl_metric{name="largest_net_degree_at_the_start_of_global_routing",unit=""} 13
chip_impl_metric{name="worst_setup_hold_path_clk_slew",unit="ps"} 70
chip_impl_metric{name="synth.yosys.warnings",unit=""} 1
chip_impl_metric{name="power_leakage",unit="nW"} 0.206
chip_impl_metric{name="buffering_stage_count_on_the_worst_path_with_inverters_included",unit=""} 1
chip_impl_metric{name="final.setup.tns",unit="ps"} 0
chip_impl_metric{name="finish_stage_setup_viols",unit=""} 0
chip_impl_metric{name="worst-path-max-fanout",unit=""} 1
chip_impl_metric{name="logic_area",unit="µm²"} 0
chip_impl_metric{name="finalPower",unit="mW"} 0.918
chip_impl_info{name="worstSetupStartpoint",value="data[9]"} 1
chip_impl_metric{name="rows",unit=""} 21
chip_impl_metric{name="fin_util",unit=""} 0.139
chip_impl_metric{name="detail_route.drc_violations",unit=""} 0
chip_impl_metric{name="synth-seq-area-share",unit=""} 0.899
chip_impl_metric{name="die_width",unit="µm"} 80
chip_impl_metric{name="final.setup_skew",unit="ps"} 2.22
chip_impl_info{name="crit_slowest_cell",value="sky130_fd_sc_hd__dfrtp_1"} 1
chip_impl_metric{name="drt-total-wl",unit="µm"} 475
chip_impl_metric{name="grt.total_usage",unit=""} 0.0178
chip_impl_metric{name="slew_margin_rel",unit=""} 0.903
chip_impl_metric{name="io_pins",unit=""} 10
chip_impl_info{name="path_class",value="reg -> out"} 1
chip_impl_metric{name="post_drt_via_cell_ratio",unit=""} 1.90
chip_impl_metric{name="highest_cell_delay_on_the_worst_timing_path",unit="ps"} 360
chip_impl_metric{name="synthToLayoutAreaGrowth",unit="%"} 42.3
chip_impl_metric{name="fp.coreArea",unit="µm²"} 3420
chip_impl_metric{name="post-cts-setup-buffers",unit=""} 0
chip_impl_metric{name="timing.final.hold_violations",unit=""} 0
chip_impl_metric{name="syn_inst",unit=""} 17
chip_impl_metric{name="largest_reg_flops",unit=""} 12
chip_impl_metric{name="insertedDiodeCount",unit=""} 0
chip_impl_metric{name="max_cap_viol_count",unit=""} 0
chip_impl_metric{name="grt_antenna_before_repair",unit=""} 0
chip_impl_metric{name="worstPathRequired",unit="ps"} 800
chip_impl_metric{name="cts.repair.resized",unit=""} 12
chip_impl_metric{name="ys_seq_elements",unit=""} 12
chip_impl_info{name="cp_cell_sequence",value="buf_2"} 1
chip_impl_metric{name="grt_overflow",unit=""} 0
chip_impl_metric{name="ctsLongestPathBuffers",unit=""} 2
chip_impl_metric{name="power.ir.vdd_worst",unit="µV"} 794
chip_impl_metric{name="post_synth_instance_area",unit="µm²"} 334
chip_impl_metric{name="report.final.slew_viol_count",unit=""} 0
chip_impl_metric{name="synth_stat.cells",unit=""} 17
chip_impl_metric{name="post-route-cell-area",unit="µm²"} 475
chip_impl_info{name="critical_path_capture_point",value="q[1]"} 1
chip_impl_metric{name="placement.io_buffers",unit=""} 9
chip_impl_info{name="critical-path-top-delay-family",value="flip-flops"} 1
chip_impl_info{name="hold_path_class",value="in -> async"} 1
chip_impl_metric{name="h-tree-depth",unit=""} 1
chip_impl_metric{name="wire_length_per_cell_after_detailed_routing",unit="µm"} 6.51
chip_impl_metric{name="minimum_period_implied_by_the_final_worst_setup_slack",unit="ps"} 937
chip_impl_metric{name="synthesis.area_per_instance",unit="µm²"} 19.7
chip_impl_info{name="layout_top_cell",value="sky130_fd_sc_hd__dfrtp_1"} 1
chip_impl_metric{name="first_global_vias",unit=""} 178
chip_impl_metric{name="worst_slew_pin_slew",unit="ps"} 146
chip_impl_metric{name="postCtsHoldBufs",unit=""} 0
chip_impl_info{name="tritoncts_clock_tree",value="done"} 1
chip_impl_metric{name="finalWeightedCongestion",unit=""} 0.677
chip_impl_metric{name="clkLatencyLatePin",unit="ps"} 260
chip_impl_metric{name="max_freq",unit="GHz"} 1.07
chip_impl_metric{name="grt_pass1_wl",unit="µm"} 848
chip_impl_metric{name="cp.depth",unit=""} 1
chip_impl_metric{name="initialDrtViolationCount",unit=""} 3
chip_impl_metric{name="reg2reg_depth",unit=""} 0
chip_impl_metric{name="floorplanUtilization",unit=""} 0.0978
chip_impl_metric{name="finalCritPeriodShare",unit=""} 0.937
==> final cells by class <==
cell class / instances / area [µm²]
Fill cell: 391 / 2940
Sequential cell: 12 / 300
Timing Repair Buffer: 10 / 77.6
Tap cell: 46 / 57.6
Clock buffer: 4 / 36.3
Inverter: 1 / 3.75
==> metal layers <==
layer | up-vias | share of wire | GRT usage
li1 | 67 | - | -
met1 | 59 | 0.54 | 0.0227
met2 | 13 | 0.24 | 0.0177
met3 | 0 | 0.21 | 0.0227
met4 | 0 | 0 | 0.00176
met5 | - | 0 | 0
==> cell families (layout without fill, tap and decap cells) <==
group	count (synthesis)	after routing	share of synthesized area
DFF	12	12	0.899
buffers and inverters	5	15	0.101
==> Yosys cell counts <==
cell type	instances	share of area
sky130_fd_sc_hd__dfrtp_1	12	0.90
sky130_fd_sc_hd__buf_4	4	0.090
sky130_fd_sc_hd__inv_1	1	0.011
==> worst min-delay path: stages <==
cell and delay (ps):
sky130_fd_sc_hd__clkdlybuf4s50_1 400, sky130_fd_sc_hd__inv_1 60, sky130_fd_sc_hd__buf_4 190
==> power breakdown <==
group	total, mW	internal, mW	switching (mW)
clock network	0.365	0.221	0.144
logic	0.0378	0.0248	0.0130
registers	0.515	0.509	0.00596
==> per-stage QoR <==
stage | worst slack (ps) | std cells
2_1_floorplan | 355 | 17
3_3_place_gp | 15.5 | 69
3_5_place_dp | 12.1 | 69
4_1_cts | 39.6 | 73
5_1_grt | 5.48 | 73
6_report | 62.6 | 73
==> how the worst min path moves through the flow <==
stage         startpoint       to  slack, ps
finish             reset  data[3]        230
global route       reset  data[3]        230
CTS                reset  data[6]        230
Power is estimated from default activity; no workload was simulated.
