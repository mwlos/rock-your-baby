### design.v
module clkDelay (
	input CLK,
	input Reset,
	output Slow4,
	output Slow12);
	reg [27:0] C;
	reg [1:0]  D;
	wire reset4;
	wire reset12;
	assign reset4 = reset12 | ( C >= 96000000 );
	always @ (posedge CLK or posedge reset4) begin
		if(reset4)
			C = 0;
		else
			C = C + 1;
	end
	assign Slow4 = (C == 0);
	assign reset12 = Reset | ( D >= 3 );
	always @ (posedge Slow4 or posedge reset12) begin
		if(reset12)
			D = 0;
		else
			D = D + 1;
	end
	assign Slow12 = ( (D == 0) & (C == 0) );
endmodule
module hartRitme(
	input clk,
	input reset,
	input ingang,
	input slowClk,
	output reg [7:0] uitvoer);
	reg [24:0] count;
	reg [7:0] freq;
	reg  in;
	wire resetMore;
	assign resetMore = ( reset | in);
	always @ (posedge clk or posedge reset) begin
		if (reset)
			in = 0;
		else
			in = ingang;
	end
	always @ (posedge clk or posedge resetMore) begin
		if (resetMore)
			count = 0;
		else
			count = count + 1;
	end
	always @ (posedge in or posedge reset) begin
		if (reset)
			freq = 0;
		else
			freq = count[23:16];
	end
	always @ (posedge slowClk or posedge reset) begin
		if (reset)
			uitvoer = 0;
		else
			uitvoer = freq;
	end
endmodule
module testHart (
	input clk,
	input reset,
	input hartin,
	input [3:0] freq,
	input [3:0] amp,
	output [7:0] hartvol,
	output f,
	output a
	);
	wire slow4;
	wire slow12;
	clkDelay	  delay(clk		, reset		, slow4, slow12);
	hartRitme	  hart (clk		, reset, hartin,slow4,  hartvol  );
	Output        out  (clk,reset,freq,amp,a,f);
endmodule
module Output(
	input CLK,
	input Reset,
	input [2:0] Freq,
	input [2:0] Amp,
	output fPWM,
	output aPWM);
	wire [15:0] f;
	wire [15:0] a;
	WaardeNaarPWM 	 freqConv	(Freq, 		f);
	signaalGenerator freqPWM	(CLK, 	Reset,	f,	 fPWM);
	WaardeNaarPWM 	 ampConv 	(Amp , 		a);
	signaalGenerator ampPWM		(CLK,	Reset,	a,	 aPWM);
endmodule
module WaardeNaarPWM(
    input [2:0] Invoer,
    output [15:0] PWM);
	reg [15:0] Uitgang;
	always @ (Invoer) begin
		case (Invoer) 
			0: Uitgang = 1200;			 
			1: Uitgang = 4800;			 
			2: Uitgang = 9600;			 
			3: Uitgang = 14400;			 
			4: Uitgang = 19200;			 
			default: Uitgang = 19200; 	 
		endcase
	end
	assign PWM = Uitgang;
endmodule
module signaalGenerator(
    input CLK,
    input Reset,
    input [15:0] Invoer,
    output Uitvoer);
	reg [15:0] C;
	wire resetmore;
	assign resetmore = Reset | ( C == 24000 );
	always @ (posedge CLK or posedge resetmore) begin
		if(resetmore)
			C = 0;
		else
			C = C + 1;
	end
	assign Uitvoer = ( (C <= Invoer) & ~Reset );
endmodule
### run.sh
#!/bin/bash
# OpenROAD 26Q1-2900-gdf79404cd8, Yosys 0.63+post, stock flow scripts
make -C /OpenROAD-flow-scripts/flow DESIGN_CONFIG=/design/flow/config.mk WORK_HOME=/design/flow/orfs finish
### config.mk
export PLATFORM = sky130hd
export DESIGN_NAME = testHart
export DESIGN_NICKNAME = testHart
export VERILOG_FILES = /design/flow/design.v
export SDC_FILE = /design/flow/constraint.sdc
export NUM_CORES = 4
export LEC_CHECK = 1
export CORE_UTILIZATION = 50
### constraint.sdc
current_design testHart

set clk_period 2.7
set clk_io_pct 0.2

create_clock -name clk0 -period $clk_period [get_ports {clk}]

set non_clock_inputs [all_inputs -no_clocks]
set_input_delay [expr $clk_period * $clk_io_pct] -clock clk0 $non_clock_inputs
set_output_delay [expr $clk_period * $clk_io_pct] -clock clk0 [all_outputs]
==> summary.json <==
{
  "min_period_over_period": {"value": 0.990},
  "worst_slew_margin_rel": {"value": 0.622},
  "unclocked_regs": {"value": 18},
  "power.total": {"value": 2.23, "unit": "mW"},
  "p_per_area": {"value": 389, "unit": "mW/mm²"},
  "cts_tree": {"value": "done"},
  "post_layout_min_period": {"value": 2.67, "unit": "ns"},
  "initial_antenna_violation_count": {"value": 0},
  "timing.critical_path.max_delay_family": {"value": "simple AND/OR/NAND/NOR gates"},
  "synthArstFlopShare": {"value": 1.00},
  "leakage": {"value": 2.72, "unit": "nW"},
  "place.port_buffers": {"value": 18},
  "critPathRequiredTime": {"value": 2.16, "unit": "ns"},
  "synth_flop_count": {"value": 103},
  "post_route_cells_drive_above_1_share": {"value": 0.209},
  "synth_top_area_share": {"value": 0.477},
  "combPwrFrac": {"value": 0.054},
  "final_cell_count_no_fill": {"value": 612},
  "placedCellCount": {"value": 590},
  "clk_pin_slew": {"value": 0.08, "unit": "ns"},
  "gpl.final_weighted_congestion": {"value": 0.863},
  "groute.usage.overall": {"value": 0.185},
  "yosys_area": {"value": 0.00488, "unit": "mm²"},
  "syn_avg_cell_area": {"value": 11.5, "unit": "µm²"},
  "setup.worst_path.class": {"value": "in2out"},
  "overflow": {"value": 0},
  "rows": {"value": 35},
  "yosys_most_used_dff": {"value": "dfrtp_1"},
  "post-route-drc-count": {"value": 0},
  "cts_made_buffers": {"value": 9},
  "grt_start_max_net_pins": {"value": 29},
  "busiest_layer_in_global_routing": {"value": "met1"},
  "coreArea": {"value": 0.00933, "unit": "mm²"},
  "rsz0062_at_grt": {"value": "true"},
  "maxSlewViolCount": {"value": 0},
  "cp_max_fo": {"value": 5},
  "layout_fillers": {"value": 744},
  "count_of_endpoints_without_a_timing_constraint": {"value": 26},
  "outcome": {"value": "complete, no violations"},
  "worst_slack": {"value": 0.0279, "unit": "ns"},
  "dp.final_hpwl": {"value": 5890, "unit": "µm"},
  "start_kind": {"value": "primary input"},
  "power_switching": {"value": 0.538, "unit": "mW"},
  "drt-total-wl": {"value": 8260, "unit": "µm"},
  "largest_incremental_delay_on_the_critical_path": {"value": 0.52, "unit": "ns"},
  "detail_route.vias_per_cell": {"value": 5.19},
  "synth_area": {"value": 0.00488, "unit": "mm²"},
  "synth-seq-area-share": {"value": 0.528},
  "power.share.sequential": {"value": 0.574},
  "synth-warning-count": {"value": 68},
  "openroad.warnings": {"value": 32},
  "worst_hold_path_type": {"value": "reg2async"},
  "r2r_start": {"value": "delay.C[18]"},
  "chipWidth": {"value": 101, "unit": "µm"},
  "vias": {"value": 3176},
  "power_frac_clock": {"value": 0.372},
  "route.detailed.wl_per_inst": {"value": 13.5, "unit": "µm"},
  "insertion_delay": {"value": 0.35, "unit": "ns"},
  "worst_setup_path_end_kind": {"value": "output pin"},
  "cts.hold.buffers_added": {"value": 0},
  "critical_path.n_buffers_inverters": {"value": 3},
  "share_of_synthesized_area_spent_on_multiplexers": {"value": 0},
  "final-seq-area": {"value": 0.00258, "unit": "mm²"},
  "syn2layout_area_growth": {"value": 17.5, "unit": "%"},
  "placement.setup.worst_slack": {"value": -0.815, "unit": "ns"},
  "max_cap_violations": {"value": 0},
  "synthAoiAreaFrac": {"value": 0.0390},
  "globalRouteMet3Util": {"value": 0.0240},
  "crit_chain": {"value": "buf_6, inv_6, nand2_1, ha_1, and4b_1, nand3_2, or4_4, a21oi_2, buf_2"},
  "top_area_cell": {"value": "dfrtp_1"},
  "worstSetupEndpoint": {"value": "a"},
  "ys_top_logic_family": {"value": "simple AND/OR/NAND/NOR gates"},
  "cell_internal_pwr": {"value": 1.69, "unit": "mW"},
  "synth-cells-yosys": {"value": 424},
  "number_of_h_tree_levels": {"value": 3},
  "dieHeight": {"value": 101, "unit": "µm"},
  "yosysMostFrequentCell": {"value": "dfrtp_1"},
  "timing_worst_slew_pin_value": {"value": 0.567, "unit": "ns"},
  "regToRegSetupSlack": {"value": 0.79, "unit": "ns"},
  "drt_pass_1_iters": {"value": 4},
  "comb_area": {"value": 0.00236, "unit": "mm²"},
  "synth_cell_types": {"value": 46},
  "syn_inst": {"value": 424},
  "clock_tree.root_cell": {"value": "clkbuf_8"},
  "critical_path.slowest_cell": {"value": "or4_4"},
  "worst_setup_path_startpoint": {"value": "freq[2]"},
  "globalRouteMet2Util": {"value": 0.270},
  "final-setup-viol-count": {"value": 0},
  "drt_iter0_markers": {"value": 61},
  "swShare": {"value": 0.241},
  "wire_length_of_the_first_global_routing_pass": {"value": 14300, "unit": "µm"},
  "ios": {"value": 21},
  "fin_skew": {"value": 0.0119, "unit": "ns"},
  "dieArea": {"value": 0.0102, "unit": "mm²"},
  "synth-simple-area-share": {"value": 0.195},
  "worst_voltage_drop_across_the_vdd_grid": {"value": 266, "unit": "µV"},
  "grt_use_met1": {"value": 0.324},
  "first_global_vias": {"value": 2996},
  "ff2ff_path_depth": {"value": 6},
  "critical_path_cell_count": {"value": 9},
  "antenna_left": {"value": 0},
  "fa_ha_area_frac": {"value": 0.0769},
  "cp_data_arrival_time": {"value": 2.13, "unit": "ns"},
  "cells_taking_the_most_area_after_synthesis": {"value": "dfrtp_1, xnor2_1, ha_1"},
  "number_of_enable_type_register_cells_in_the_synthesized_netlist": {"value": 0},
  "synth_xor_xnor_area_share": {"value": 0.139},
  "route.antenna.diode_count": {"value": 0},
  "floorplan.core_util": {"value": 0.523},
  "maxClockFrequency": {"value": 0.374, "unit": "GHz"},
  "final-hold-violation-count": {"value": 0},
  "clock_tree.buffer_depth": {"value": 2},
  "synth.top_cells.by_count": {"value": "dfrtp_1, xnor2_1, nand3_1"},
  "r2r-end": {"value": "delay.C[23]"}
}
==> logic make-up (layout without fill, tap and decap cells) <==
family | Yosys count | after routing
AOI/OAI and AO/OA | 29 | 29
xor gates and xnor gates | 76 | 76
adders and majority gates | 30 | 30
buffers and inverters | 24 | 83
DFF | 103 | 103
and+or+nand+nor | 162 | 162
==> per-stage QoR <==
stage                     instance area, µm²  setup TNS, ns   util  hold WS, ns
after detailed placement                5380          -1.42  0.576        0.270
final                                   5730              0  0.615        0.266
after CTS                               5600        -0.0543  0.600        0.272
after global routing                    5730        -0.0445  0.615        0.325
after floorplan                         4890              0      -        0.433
after global placement                  5380          -1.37  0.576        0.256
==> power groups by stage <==
stage,Sequential (mW),Clock (mW),Combinational [mW]
4_1_cts,1.28,0.868,0.110
5_1_grt,1.28,0.920,0.138
6_report,1.28,0.830,0.120
==> layout make-up <==
type                       count  area share
sequential                   103       0.450
multi-input combinational    297       0.412
timing repair buffer          46      0.0635
tap                          129      0.0281
clock buffer                  10      0.0240
inverter                      21      0.0151
clock inverter                 6     0.00786
==> routing by layer <==
layer,part of all wire,up-vias
li1,-,1602
met1,0.51,1543
met2,0.45,19
met3,0.024,12
met4,0.013,0
met5,0,-
==> cells in the final DEF, fill, tap and decap left out, drive strengths merged, types with 2 or more instances in the layout <==
| cell type | Yosys | routed |
|---|---|---|
| nor3 | 4 | 4 |
| o21ai | 6 | 6 |
| a211oi | 4 | 4 |
| ha | 30 | 30 |
| a21oi | 9 | 9 |
| nand3 | 40 | 40 |
| o211ai | 2 | 2 |
| nor4 | 6 | 6 |
| a21o | 4 | 4 |
| buf | 3 | 35 |
| inv | 21 | 23 |
| nand2 | 36 | 36 |
| dfrtp | 93 | 93 |
| xnor2 | 63 | 63 |
| xor2 | 13 | 13 |
| nor2b | 3 | 3 |
| or3 | 2 | 2 |
| or4 | 2 | 2 |
| clkbuf | 0 | 11 |
| and3 | 19 | 19 |
| clkinvlp | 0 | 3 |
| nand4 | 19 | 19 |
| nor4b | 2 | 2 |
| clkdlybuf4s50 | 0 | 10 |
| nor2 | 16 | 16 |
| and4 | 7 | 7 |
| and4b | 2 | 2 |
| dfrtn | 10 | 10 |
==> registers in the layout (all words and copies together) (netlist names) <==
register and flops:
hart.uitvoer 8, out.ampPWM.C 16, hart.count 24, delay.C 28
delay.D 2, out.freqPWM.C 16, hart.in 1, hart.freq 8
==> worst min path at each step <==
stage       start        endpoint  slack (ns)  cells after the start
4_1_cts   hart.in  hart.count[22]        0.27                      1
5_1_grt   hart.in  hart.count[22]        0.32                      1
6_report  hart.in  hart.count[22]        0.27                      1
==> repair_timing <==
item                       CTS  global route
resized                     35            33
setup endpoints to repair    2             2
pin swaps                   12            17
gates cloned                 0             0
buffers inserted             2             4
Power and IR drop assume default switching activity.
