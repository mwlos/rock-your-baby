==> /design/flow/config.mk <==
export PLATFORM = sky130hd
export DESIGN_NAME = FPGAControler
export DESIGN_NICKNAME = FPGAControler
export VERILOG_FILES = /design/flow/design.v
export SDC_FILE = /design/flow/constraint.sdc
export NUM_CORES = 4
export LEC_CHECK = 1
export CORE_AREA = 10 10 73 73
export DIE_AREA = 0 0 83 83
==> /design/flow/constraint.sdc <==
current_design FPGAControler

set clk_period 2.1
set clk_io_pct 0.2

create_clock -name clk0 -period $clk_period [get_ports {clk}]

set non_clock_inputs [all_inputs -no_clocks]
set_input_delay [expr $clk_period * $clk_io_pct] -clock clk0 $non_clock_inputs
set_output_delay [expr $clk_period * $clk_io_pct] -clock clk0 [all_outputs]
==> /design/flow/design.v <==
module FPGAControler(
	input clk,
	input reset,
	input stressGezakt,
	output [2:0] A,
	output [2:0] F,
	output err
	);
	wire Alaag;
	wire Flaag;
	wire Fhoog;
	wire res;
	wire err1;
	wire err2;
	assign err = (err1 | err2);
	pathFinder  pathfind ( clk, reset | res , stressGezakt, Alaag    , Fhoog       , Flaag, err1     );
	FAG         math     ( clk, reset       , Alaag       , Fhoog    , Flaag       , A    , F  , res, err2);
endmodule
module FAG(
	input clk,
	input reset,
	input Alaag,
	input Fhoog,
	input Flaag,
	output reg [2:0] A,
	output reg [2:0] F,
	output F0,
	output error
	);
	wire FclkDff;
	wire [2:0] Fmin;
	wire [2:0] Fplus;
	wire FhDel;
	wire FlDel;
	reg [2:0] Fcalc;
	assign F0  = (F == 0);
	delay_1 delayFh (clk,reset,Fhoog,FhDel);
	delay_1 delayFl (clk,reset,Flaag,FlDel);
	assign Fh = Fhoog &  ~F0             ;
	assign Fl = Flaag &  ~F0             ;
	assign Al = Alaag | ( F0 & ~(A==0) ) ;
	assign FclkDff = ( Fh | Fl );
	assign Fmin    = (F - 1);
	assign Fplus   = (F + 1);
	assign error = ( (A==0) & Alaag ) | ( (F==0) & Flaag );
	always @ (Flaag or Fmin or Fplus) begin
		case (Flaag)
			0: Fcalc = Fplus;
			1: Fcalc = Fmin;
		endcase
	end
	always @ (negedge clk or posedge reset) begin	 
		if (reset)
			F = 4;				
		else if (FclkDff)                 
			F = Fcalc;
	end
	always @ (negedge clk or posedge reset) begin	 
		if (reset)
			A = 4;				
		else if (Al)		    
			A = A-1;
	end
endmodule
`timescale 1ns / 1ps
module pathFinder(
	input clk,
	input reset,
	input stress,
	output Amin,
	output Fplus,
	output Fmin,
	output ERROR
	);
	wire stressDel;
	wire resetDel;
	wire AminDel;
	delay_1_1 stressDelay (clk, reset, stress, stressDel);
	delay_1   resetDelay  (clk, reset, reset,  resetDel);
	delay_n_1 AminDelay   (clk, reset, Amin,   AminDel);
	assign trigger = resetDel & ~reset;
	assign Fmin  =  stress              |  trigger;
	assign Fplus = ~stress &  stressDel & ~trigger;
	assign Amin  = ~stress & ~stressDel & ~trigger;
	assign ERROR = AminDel & Amin & ~reset;
endmodule
`timescale 1ns / 1ps
module delay_1(
    input clk,
    input reset,
    input signal,
    output q
    );
	 reg [1:0] data;
	 always @ (posedge clk or posedge reset) begin
		if (reset)
			data = 0;
		else
			data = {data[0:0],signal};
	 end
	 assign q = data[1:1];
endmodule
module delay_1_1(
    input clk,
    input reset,
    input signal,
    output q
    );
	 reg [1:0] data;
	 always @ (posedge clk or posedge reset) begin
		if (reset)
			data = 3;
		else
			data = {data[0:0],signal};
	 end
	 assign q = data[1:1];
endmodule
module delay_n_1(
    input clk,
    input reset,
    input signal,
    output q
    );
	 reg [1:0] data;
	 always @ (negedge clk or posedge reset) begin
		if (reset)
			data = 0;
		else
			data = {data[0:0],signal};
	 end
	 assign q = data[1:1];
endmodule
module delay_3(
    input clk,
    input reset,
    input [2:0] signal,
    output [2:0] q
    );
	 reg [5:0] data;
	 always @ (posedge clk or posedge reset) begin
		if (reset)
			data = 0;
		else
			data = {data[2:0],signal};
	 end
	 assign q = data[5:3];
endmodule
module delay_4(
    input clk,
    input reset,
    input [3:0] signal,
    output [3:0] q
    );
	 reg [7:0] data;
	 always @ (posedge clk or posedge reset) begin
		if (reset)
			data = 0;
		else
			data = {data[3:0],signal};
	 end
	 assign q = data[7:4];
endmodule
module delay_4_2(  
    input clk,
    input reset,
    input [3:0] signal,
    output [3:0] q
    );
	 reg [11:0] data;
	 always @ (posedge clk or posedge reset) begin
		if (reset)
			data = 0;
		else
			data = {data[7:0],signal};
	 end
	 assign q = data[11:8];
endmodule
==> /design/flow/run.sh <==
#!/bin/bash
# OpenROAD 26Q1-2900-gdf79404cd8, Yosys 0.63+post, stock flow scripts
make -C /OpenROAD-flow-scripts/flow DESIGN_CONFIG=/design/flow/config.mk WORK_HOME=/design/flow/orfs finish
==> impl_metrics.py <==
# Auto-generated metrics
metrics = {
    "min_path": {
        "min_delay_path_depth": 0,
        "hold_class": "reg2reg",
        "hold-path-endpoint": "pathfind.AminDelay.data[1]",
        "min_from": "pathfind.AminDelay.data[0]",
    },
    "setup_path": {
        "reg2reg_from": "pathfind.resetDelay.data[1]",
        "regToRegSetupSlack_ns": -0.55,
        "arrival_ns": 2.61,
        "end_kind": "output port",
        "critPathKind": "reg2out",
        "r2r_end": "math.F[2]",
        "cp_max_fo": 3,
        "cp_data_required_time_ns": 1.68,
        "cp-start-kind": "flip-flop",
        "reg2reg_depth": 7,
    },
    "sta": {
        "rsz0062_at_grt": "true",
        "final.setup_skew_ns": 0.0775,
        "hold_viol": 0,
        "slew_viol_final": 0,
        "setup_slack_ns": -0.933,
        "report.final.setup_viol": 14,
        "maxSlewHeadroom_pct": 82.4,
        "tightest_slew_ns": 0.263,
    },
    "detailed_routing": {
        "drc": 0,
        "antennaDiodeCount": 0,
        "drt-total-wl_um": 1540,
        "dr.first_iter.drc_count": 14,
        "dr.pass1.iters": 4,
        "detail-route-antenna-nets": 0,
        "num_vias": 557,
        "detail_route.wl_per_cell_um": 10.4,
        "vias_per_cell": 3.76,
    },
    "cts": {
        "h-tree-depth": 1,
        "cts_inserted_buffers": 3,
        "insertion_delay_ns": 0.31,
        "cts.clk_slew.worst_paths_ns": 0.04,
        "cts_tree": "done",
        "clockBufferDepth": 2,
        "cts_sinks": 12,
        "cts-root-buf": "clkbuf_8",
    },
    "cells_and_area": {
        "layout_top_cell": "buf_4",
        "drive_above_1_share_pct": 65.0,
        "utilization_pct": 30.6,
        "area_growth_pct": 99.6,
        "most-common-layout-cells": "buf_4 (22), buf_6 (17), inv_1 (6), dfrtn_1 (6)",
    },
    "power_and_ir_drop": {
        "irDropWorstVdd_mv": 0.477,
        "fin_total_pwr_uw": 994,
        "p_leak_nw": 0.550,
        "powerDensity_nw_per_um2": 867,
    },
    "floorplan": {
        "die_h_um": 83,
        "die_area_um2": 6890,
        "die-width_um": 83,
        "ios": 10,
        "fp_util_pct": 15.3,
        "rows": 22,
        "core-area_um2": 3740,
    },
    "logic_synthesis": {
        "netlist_area_um2": 574,
        "yosysUniqueCellTypes": 22,
        "syn_avg_cell_area_um2": 10.8,
        "ys_cells": 53,
        "ys_ff": 12,
        "syn_inst": 53,
        "yosys_area_um2": 574,
        "yosys_warnings": 8,
        "yosysSeqAreaShare_pct": 53.2,
    },
    "global_routing": {
        "grt_usage_pct": 4.50,
        "antenna_found_initial": 0,
        "first_global_vias": 604,
        "grt_max_degree": 8,
        "grt_pass1_wl_um": 2660,
        "grt_overflow": 0,
    },
    "place": {
        "dp_hpwl_um": 1050,
        "place.gp.congestion": 0.770,
        "portBuffers": 9,
    },
    "flow_run": {
        "warnings": 31,
        "max_cap_violations": 0,
    },
    "outcome": {
        "violations": "negative setup slack",
        "run_status": "finished, violations left",
    },
}
flip-flops by register name (all words and copies together), names as in the netlist:
name,cells
math.F,3
pathfind.AminDelay.data,2
pathfind.resetDelay.data,2
pathfind.stressDelay.data,2
math.A,3
power breakdown:
part / internal [mW] / switching, mW / total, mW / leakage, nW
Combinational: 0.256 / 0.143 / 0.399 / 0.362
Sequential: 0.280 / 0.0264 / 0.306 / 0.143
Clock: 0.196 / 0.0929 / 0.289 / 0.0450
Total: 0.732 / 0.262 / 0.994 / 0.550
critical path, cell delays in order (launching register included):
cell,delay (ns)
dfstp_2,0.38
or3_4,0.35
nor2_4,0.09
nor2_2,0.05
o31ai_2,0.23
buf_2,0.14
stage by stage:
| step | cell area, um^2 | setup TNS, ns | setup slack (ns) | instances | hold WS [ns] |
|---|---|---|---|---|---|
| after global placement | 881 | -9.59 | -1.10 | 129 | 0.294 |
| after detailed placement | 881 | -9.62 | -1.11 | 129 | 0.298 |
| final | 1150 | -5.22 | -0.933 | 148 | 0.295 |
| after CTS | 1100 | -5.33 | -0.944 | 146 | 0.297 |
| after floorplan | 592 | -1.68 | -0.513 | 53 | 0.288 |
| after global routing | 1150 | -6.08 | -1.03 | 148 | 0.309 |
synth_stat cells:
| cell | number | area [um^2] |
|---|---|---|
| mux2_1 | 1 | 11.3 |
| or3_1 | 1 | 6.26 |
| inv_1 | 5 | 18.8 |
| a21oi_1 | 1 | 5.00 |
| fa_1 | 1 | 20.0 |
| and3_1 | 1 | 6.26 |
| nor2b_1 | 2 | 12.5 |
| nand2_1 | 5 | 18.8 |
| dfstp_2 | 4 | 105 |
| ha_1 | 2 | 25.0 |
| xnor2_1 | 1 | 8.76 |
| o21ai_1 | 2 | 10.0 |
| nor3_2 | 1 | 10.0 |
| a211oi_4 | 1 | 20.0 |
| buf_6 | 1 | 11.3 |
| nor2_2 | 1 | 6.26 |
| dfrtp_1 | 2 | 50.1 |
| o31ai_1 | 2 | 15.0 |
| mux2i_1 | 2 | 20.0 |
| nor2_1 | 9 | 33.8 |
| nor3_1 | 2 | 10.0 |
| dfrtn_1 | 6 | 150 |
final cells by class:
type,count,area (um^2)
clock buffers,3,41.3
clock inverters,3,25.0
fillers,394,2600
inverters,4,15.0
multi-input cells,35,318
flip-flops and latches,12,305
well taps,48,60.1
repair buffers,43,382
how the worst max path moves through the flow:
stage	start	to	slack [ns]	cells past startpoint
finish	math.F[2]	err	-0.93	5
CTS	math.F[0]	err	-0.94	5
global route	math.F[0]	err	-1.03	5
routing by layer:
metal	global-route usage [%]	routed length, um	share of wire [%]	vias to the layer above
met5	0	0	0	-
met2	6.84	733	48	15
met3	3.05	137	8.9	2
met1	5.30	662	43	272
met4	0.462	8	0.52	0
li1	-	-	-	268
cells by family (layout without fill, tap and decap cells):
| logic type | count (synthesis) | count (layout) | synth area share [%] |
|---|---|---|---|
| AND/OR/NAND/NOR | 22 | 22 | 18.1 |
| flip-flops | 12 | 12 | 53.2 |
| AND-OR/OR-AND | 6 | 6 | 8.71 |
| adder cells (fa/ha/maj) | 3 | 3 | 7.84 |
| multiplexers | 3 | 3 | 5.45 |
| XOR/XNOR | 1 | 1 | 1.53 |
| buffers and inverters | 6 | 53 | 5.23 |
what timing repair did:
| action | 4_1_cts | 5_1_grt |
|---|---|---|
| pin swaps | 6 | 5 |
| gates cloned | 0 | 0 |
| resized | 51 | 9 |
| setup endpoints to repair | 15 | 15 |
| setup buffers | 14 | 7 |
| hold buffers | 0 | 0 |
Power and IR drop assume default switching activity.
